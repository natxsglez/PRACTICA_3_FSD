## design/flow/design.v

```verilog
`timescale 1ns / 1ps
module Decodificador(
	input [3:0]clkReduDec,
	input [3:0]clkReduMins,
	input [3:0]clkReduSecsU,
	input [3:0]clkReduSecsD,
	input [3:0]T,
	output [7:0]Num
    );
wire[6:0]dec;
wire[6:0]mins;
wire[6:0]secsU;
wire[6:0]secsD;
Display D0(.n(clkReduDec), .d(dec));
Display D1(.n(clkReduMins), .d(mins));
Display D2(.n(clkReduSecsU), .d(secsU));
Display D3(.n(clkReduSecsD), .d(secsD));
assign Num[6:0] = (T == 4'b0111) ? mins :
						(T == 4'b1011) ? secsD :
						(T == 4'b1101) ? secsU :
											  dec ;
assign Num[7] = (T == 4'b0111 || T == 4'b1101) ? 0 :
																 1 ;
endmodule
`timescale 1ns / 1ps
module Display(
        input [3:0] n,
        output [6:0] d
    );
    assign d = (n == 0) ? 7'b1000000 :
                (n == 1) ? 7'b1111001 :
                (n == 2) ? 7'b0100100 :
                (n == 3) ? 7'b0110000 :
                (n == 4) ? 7'b0011001 :
                (n == 5) ? 7'b0010010 :
                (n == 6) ? 7'b0000010 :
                (n == 7) ? 7'b1111000 :
                (n == 9) ? 7'b0010000 :
                (n == 10) ? 7'b0001000 :
                (n == 11) ? 7'b0000011 :
                (n == 12) ? 7'b1000110 :
                (n == 13) ? 7'b0100001 :
                (n == 14) ? 7'b0000110 :
                (n == 15) ? 7'b0001110 :
                            7'b0000000;
endmodule
```

## design/flow/run.sh

```bash
#!/bin/bash
# OpenROAD 26Q1-2900-gdf79404cd8, Yosys 0.63+post, stock flow scripts
make -C /OpenROAD-flow-scripts/flow DESIGN_CONFIG=/design/flow/config.mk WORK_HOME=/design/flow/orfs finish
```

## design/flow/config.mk

```make
export PLATFORM = sky130hd
export DESIGN_NAME = Decodificador
export DESIGN_NICKNAME = Decodificador
export VERILOG_FILES = /design/flow/design.v
export SDC_FILE = /design/flow/constraint.sdc
export NUM_CORES = 4
export LEC_CHECK = 1
export CORE_AREA = 10 10 87 87
export DIE_AREA = 0 0 97 97
```

## design/flow/constraint.sdc

```tcl
current_design Decodificador

set clk_period 2.1
set clk_io_pct 0.2

create_clock -name clk0 -period $clk_period

set non_clock_inputs [all_inputs -no_clocks]
set_input_delay [expr $clk_period * $clk_io_pct] -clock clk0 $non_clock_inputs
set_output_delay [expr $clk_period * $clk_io_pct] -clock clk0 [all_outputs]
```

==> run_results.csv <==
group,metric,value,unit
cells_and_area,logic_area,1130,µm²
cells_and_area,flops,0,
synthesis,adder_share,0,%
placement,place_ws,-721,ps
pwr,power_density,186,nW/µm²
worst_setup_path,crit_type,"input port to output pin",
route,routed_wl,3760,µm
final_timing,setup_tns,-19.0,ps
route,vias,1459,
synthesis,syn_inst,164,
pwr,p_int,0.000180,W
pwr,power_frac_seq,0,%
final_timing,min_period,2120,ps
pwr,swShare,48.3,%
synthesis,yosys_cells,164,
cells_and_area,clockBufferCount,0,
final_timing,finalSetupViolCount,1,
synthesis,top_cells_by_area,"o21ai_0 11%, a21oi_1 9.3%, nand2_1 5.5%",
global_routing,grt_max_degree,12,
pwr,combPwrFrac,100.0,%
run,maxCapViolCount,0,
worst_setup_path,cp-start-kind,"input port",
final_timing,maxSlewViolCount,0,
route,ant_nets,0,
cells_and_area,final_cells,300,
synthesis,ys_seq_share,0,%
global_routing,grt_pass1_wl,6180,µm
synthesis,compound_area_share,47.2,%
final_timing,finalHoldViolCount,0,
final_timing,fmax,0.472,GHz
outcome,violations,"negative setup slack",
final_timing,tightest_slew,316,ps
route,diodes,0,
synthesis,mux_share,3.08,%
cells_and_area,fillers,572,
route,drt-vias-per-instance,4.86,
global_routing,antenna_found_initial,0,
placement,place_congestion,0.869,
worst_setup_path,endpoint_kind,"output pin",
synthesis,ys_warn_count,0,
synthesis,ys_area,1020,µm²
run,tool_warnings,33,
die,die_w,97,µm
final_timing,rsz0062_at_grt,"yes",
global_routing,track_usage,7.21,%
route,wl_per_cell,12.5,µm
placement,dp_hpwl,2750,µm
die,rows,27,
final_timing,relSlewSlack,78.6,%
route,drt_first_pass_iters,4,
synthesis,synth.distinct_cells,52,
synthesis,synth.logic.top_family,"AND-OR/OR-AND gates",
final_timing,post-route-period-util,101,%
placement,portBuffers,28,
pwr,leakage,0.795,nW
placement,dp_cells,287,
pwr,p_switching,0.000168,W
die,fp.dieH,97,µm
min_path,hold_depth,5,
global_routing,grt.overflow.total,0,
global_routing,grt_pass1_vias,1310,
synthesis,ys_sh_xor,2.58,%
min_path,hp-class,"input port to output pin",
route,drt-initial-drc-count,75,
cells_and_area,flop_area,0,µm²
outcome,outcome,"finished with violations",
worst_setup_path,critPathMaxFanout,5,
cells_and_area,drive_gt1_share,50.4,%
die,die-area,9410,µm²
pwr,p_total,0.000348,W
die,pin_count,28,
worst_setup_path,cp.required,1680,ps
synthesis,avgSynthCellArea,6.20,µm²
die,fp_util,18.0,%
synthesis,netlist_area,1020,µm²
synthesis,yosys.area.top_type,"o21ai_0",
die,core,5640,µm²
final_timing,fin_ws,-19.0,ps
worst_setup_path,crit_arrival,1700,ps
pwr,max-vdd-ir-drop,78.6,µV
route,route.detailed.drc,0,
pwr,pwr-share-clk,0,%
synthesis,synth.cellmix.simpleShare,34.9,%
cells_and_area,layout-area-overhead-vs-synth,83.9,%
synthesis,synth.top_cell.area_share,10.8,%
per-layer routing:
metal | GRT usage [%] | routed length (µm)
met5 | 0 | 0
met1 | 10.2 | 1840
met2 | 12.2 | 1780
met3 | 0.645 | 125
met4 | 0 | 19
kinds of logic after synthesis:
family / count (synthesis)
muxes: 3
buffers and inverters: 24
and+or+nand+nor: 59
AOI/OAI and AO/OA: 75
xor gates and xnor gates: 3
worst paths after layout:
| check | from | endpoint | slack [ps] |
|---|---|---|---|
| worst max-delay path | T[1] | Num[3] | -20 |
| worst min-delay path | T[2] | Num[4] | 1380 |
cells in the mapped netlist, types with 2 or more instances:
| cell | instances |
|---|---|
| a211oi_1 | 2 |
| a21oi_1 | 19 |
| a31oi_1 | 3 |
| a41oi_1 | 3 |
| and2_1 | 2 |
| buf_2 | 9 |
| buf_4 | 4 |
| clkbuf_1 | 4 |
| inv_1 | 6 |
| mux2i_1 | 2 |
| nand2_1 | 15 |
| nand2b_1 | 9 |
| nand3_1 | 4 |
| nand4b_1 | 2 |
| nand4b_2 | 2 |
| nor2_1 | 9 |
| nor2b_1 | 3 |
| nor3_1 | 2 |
| nor3b_1 | 2 |
| nor3b_2 | 2 |
| o211ai_1 | 2 |
| o21ai_0 | 22 |
| o21bai_1 | 2 |
| o22ai_1 | 3 |
| o31ai_1 | 2 |
| o32ai_1 | 2 |
| xor2_1 | 2 |
power by group through the flow:
stage                 registers (W)  logic [W]  clock network [W]
final                             0   0.000348                  0
after global routing              0   0.000380                  0
after CTS                         0   0.000334                  0
worst max-delay path, stage by stage:
cell             delay [ps]
clkdlybuf4s15_1         190
buf_6                   140
and4b_2                 270
buf_4                   140
nand3_1                  80
o21ai_1                  80
a31oi_1                 220
buf_2                   150
placed cells by master (no fill, tap or decap), drive strengths merged, types with 3 or more instances in the layout:
cell type	count
a211oi	3
or2	3
nand3	4
nand4b	5
nor2b	4
a31oi	3
nor3b	4
inv	6
clkdlybuf4s15	5
buf	65
nor2	9
nand2b	10
o22ai	3
nand2	15
dlygate4sd2	4
o21ai	22
clkbuf	6
a21oi	19
a41oi	3
cell type report:
cell class / count / share of cell area, %
well taps: 72 / 4.82
multi-input cells: 141 / 60.3
inverters: 6 / 1.20
repair buffers: 81 / 33.6
metrics by stage:
stage	utilization (%)	area, µm²	hold slack, ps
2_1_floorplan	-	1020	1020
5_1_grt	33.2	1870	1430
6_report	33.2	1870	1380
3_5_place_dp	28.3	1590	2010
3_3_place_gp	28.3	1590	2040
4_1_cts	32.6	1840	1420
timing repair:
action	CTS	global route
hold buffers	0	0
resized	108	36
pin swaps	20	16
cloned	3	0
setup endpoints to repair	8	8
buffers inserted	9	1
Power and IR drop assume default switching activity.
