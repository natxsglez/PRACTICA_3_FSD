--- flow/run.sh ---
#!/bin/bash
# OpenROAD 26Q1-2900-gdf79404cd8, Yosys 0.63+post, stock flow scripts
make -C /OpenROAD-flow-scripts/flow DESIGN_CONFIG=/design/flow/config.mk WORK_HOME=/design/flow/orfs finish
--- flow/config.mk ---
export PLATFORM = sky130hd
export DESIGN_NAME = ClkRedu
export DESIGN_NICKNAME = ClkRedu
export VERILOG_FILES = /design/flow/design.v
export SDC_FILE = /design/flow/constraint.sdc
export NUM_CORES = 4
export LEC_CHECK = 1
export CORE_UTILIZATION = 30
--- flow/constraint.sdc ---
current_design ClkRedu

set clk_period 5.7
set clk_io_pct 0.2

create_clock -name clk0 -period $clk_period [get_ports {clk}]

set non_clock_inputs [all_inputs -no_clocks]
set_input_delay [expr $clk_period * $clk_io_pct] -clock clk0 $non_clock_inputs
set_output_delay [expr $clk_period * $clk_io_pct] -clock clk0 [all_outputs]
--- flow/design.v ---
`timescale 1ns / 1ps
module ClkRedu(
    input clk,
    input reset,
    output [3:0]num,
	 input [40:0]MAX_MHZ,
	 input [3:0]MAX_COUNT,
	 input sw
    );
reg [40:0]conteo;
reg [3:0]clkRedu;
always @(posedge clk, posedge reset)
	begin
		if(reset)
			begin
				conteo <= 0;  
				clkRedu <= 0;  
			end
		else
			begin
				if(sw)
					begin
						conteo <= conteo + 1;
					if(conteo == MAX_MHZ)  
						begin
							case(clkRedu)
								MAX_COUNT : begin
										clkRedu <= 0;
									end
								default : begin
										clkRedu <= clkRedu + 1;
									end
								endcase
							conteo <= 0;  
						end
					end
			end
	end
assign num = clkRedu;
endmodule
==> flow_summary.ini <==
; yosys + openroad results
[status]
status = completed

[global_routing]
grt_pass1_wl_mm = 11.83
grt_max_degree = 46
grt-ovfl-total = 0
grt_util_all_layers_pct = 15.61
first_global_vias = 2339
grt_antenna_before_repair = 0

[yosys]
synth-area-yosys_um2 = 2900
yosys_cells = 306
synthAoiAreaFrac_pct = 3.538
seq_area_frac_synth_pct = 38.83
flop_cell = dfrtp_1
synthMuxAreaShare_pct = 1.424
avgSynthCellArea_um2 = 9.478
synthCells = 306
edf_count = 0
top_logic_kind = simple AND/OR/NAND/NOR gates
ys_sh_xor_pct = 24.16
simple_gate_share_pct = 28.04
yosys_warnings = 1
adder_share_pct = 0.8628
async_reset_ff_share_pct = 100.0
syn-cell-area_um2 = 2900
ys.flops = 45
synthDistinctLibCells = 35

[timing]
final.setup.tns_ns = 0
grt_setup_unrepaired = false
fin_crit_sh_pct = 60.43
tightest_slew_ns = 0.5935
hold_violations = 0
slew-limit-headroom_pct = 60.43
final.min_clock_period_ns = 3.445
setup_viol = 0
slew_viol_final = 0
fmax_mhz = 290.3
worst_clock_skew_ns = 0.01438

[layout]
synthToLayoutAreaGrowth_pct = 24.94
final_cells = 486
nFillCells = 944
drive_gt1_share_pct = 5.882

[floorplanning]
die_w_um = 100.3
chipArea_um2 = 10070
fp.dieH_um = 100.3
fp.coreArea_um2 = 9284
initCoreUtil_pct = 31.24
core.rowCount = 35
io_pins = 52

[power_and_ir_drop]
powerDensity_nw_per_um2 = 189.7
p_leak_nw = 1.599
peakVddDrop_uv = 103.6

[placement]
io_buffers = 51
dpl.hpwl_mm = 5.420
placed_cells = 478
place_congestion = 0.8971

[setup_path]
crit_type = in2reg
arrival_ns = 3.62
critical_path_buf_inv_count = 1
cp.required_ns = 5.87
rrSetupSlack_ns = 3.17
crit_chain = clkdlybuf4s50_1, nand4_1, or4_1, nor4_4, xnor2_1, nor2_1
crit_fanout = 15
cp_top_family = simple AND/OR/NAND/NOR gates
end_kind = flop
cp_slowest_stage_delay_ns = 0.82
cp_slowest_cell = clkdlybuf4s50_1
startpoint_type = primary input

[detailed_routing]
routedWlPerCell_um = 15.05
dr.pass1.iters = 4
wirelength_mm = 7.313
drc_errors = 0
ant_nets = 0
viasPerCell = 4.942
drtIter0Drc = 110
via_count = 2402
diodes = 0

[clocking]
cts_max_level = 2
cts_setup_buffers = 0
cts_root_buffer = clkbuf_8
clk_latency_ns = 0.31
clk_path_buf_depth = 2
tritoncts = yes
ctsResizeCount = 0
clk_pin_slew_ns = 0.08
ctsHoldBuffers = 0
clock-sinks = 45
cts_buffers = 5

[run]
cap_violations = 0
tool_warnings = 25

[hold_path]
hp-class = reg2reg
[cell usage in the layout (no fill, tap or decap), types with 4 or more instances in the layout]
cell type        count
nor2_1              43
dfrtp_1             45
xnor2_1             18
nand2_1              8
and3_1               7
clkbuf_8             5
nor4_1              15
nand3_1             16
nor3_1              11
clkdlybuf4s50_1     51
xor2_1              62
inv_1                7
buf_4                4
nand4_1             21
[Yosys cell counts (2+ instances only)]
library cell  number  share of area (%)
nor2_1            43                5.6
dfrtp_1           45                 39
o311ai_0           2               0.60
nand4_2            3                1.3
o21ai_0            3               0.52
mux2i_1            3                1.0
nor4_2             2               0.86
a21oi_1            3               0.52
inv_1              8                1.0
xor2_1            62                 19
nor4_1            15                3.2
or4_1              3               0.78
ha_1               2               0.86
and4_1             3               0.91
nor4_4             3                2.2
nand2_1            8                1.0
and3_1             7                1.5
o41ai_1            2               0.60
or3_1              3               0.65
nand3_1           16                2.8
nand4_1           21                4.5
xnor2_1           18                5.4
buf_2              9                1.6
nor3_1            11                1.9
[metrics by stage]
step                      total power, mW  worst slack (ns)  utilization, %  instance area (um2)  hold WS [ns]
after floorplan                    0.4333             3.045               -                 2900        0.5234
after global placement             0.4962             1.983           38.14                 3541        0.5421
after detailed placement           0.4951             1.968           38.14                 3541        0.5485
after CTS                          0.6949             2.285           39.03                 3623        0.5729
after global routing               0.7212             2.121           39.03                 3623        0.5963
final                              0.6873             2.255           39.03                 3623        0.5729
[sequential cells by signal (all words and copies together) (netlist names)]
signal,count
clkRedu,4
conteo,41
[metal layers]
layer	GRT usage, %	vias up	wire length (um)
li1	-	1185	-
met3	3.754	18	435
met1	24.04	1126	3554
met5	0	-	0
met4	3.679	0	198
met2	22.50	73	3125
[power breakdown]
part | switching [mW] | internal, mW
Combinational | 0.0604 | 0.0617
Clock | 0.112 | 0.0853
Sequential | 0.0307 | 0.337
Total | 0.203 | 0.484
[worst paths after layout]
kind	depth (start not counted)	from	to
hold reg to reg	2	conteo[40]	conteo[40]
setup reg to reg	6	conteo[14]	clkRedu[0]
min in group asynchronous	3	reset	conteo[8]
max in group asynchronous	3	reset	conteo[39]
setup / recovery	6	sw	conteo[37]
hold / removal	2	conteo[40]	conteo[40]
[layout make-up]
cell class,count,area [um2],area share [%]
Multi-Input combinational cell,241,1683,46.44
Sequential cell,45,1126,31.08
Timing Repair Buffer,55,540.5,14.92
Tap cell,129,161.4,4.454
Clock buffer,6,72.57,2.003
Inverter,8,30.03,0.8287
Clock inverter,2,10.01,0.2762
[tightest hold or removal path, stage by stage (launching register included)]
cell and delay [ns]:
dfrtp_1 0.38, xor2_1 0.08, nor2_1 0.08
[cells by family (layout without fill, tap and decap cells)]
logic type	count (synthesis)	in the layout
flops	45	45
buf+inv	20	71
compound gates	14	14
mux	4	4
xor+xnor	80	80
fa+ha+maj	2	2
simple gates	141	141
Power and IR drop assume default switching activity.
