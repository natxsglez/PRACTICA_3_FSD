## run.sh

```bash
#!/bin/bash
# OpenROAD 26Q1-2900-gdf79404cd8, Yosys 0.63+post, stock flow scripts
make -C /OpenROAD-flow-scripts/flow DESIGN_CONFIG=/design/flow/config.mk WORK_HOME=/design/flow/orfs finish
```

## config.mk

```make
export PLATFORM = sky130hd
export DESIGN_NAME = OneCold
export DESIGN_NICKNAME = OneCold
export VERILOG_FILES = /design/flow/design.v
export SDC_FILE = /design/flow/constraint.sdc
export NUM_CORES = 4
export LEC_CHECK = 1
export CORE_AREA = 10 10 99 99
export DIE_AREA = 0 0 109 109
```

## constraint.sdc

```tcl
current_design OneCold

set clk_period 6.5
set clk_io_pct 0.2

create_clock -name clk0 -period $clk_period [get_ports {clk}]

set non_clock_inputs [all_inputs -no_clocks]
set_input_delay [expr $clk_period * $clk_io_pct] -clock clk0 $non_clock_inputs
set_output_delay [expr $clk_period * $clk_io_pct] -clock clk0 [all_outputs]
```

## design.v

```verilog
`timescale 1ns / 1ps
module OneCold(
	input clk,
	output [3:0]T
    );
reg [1:0]counter;
reg [25:0]delay;
always @(posedge clk)
	begin
		delay <= delay + 1;
		if(delay == 50_000)
			begin
				delay <= 0;
				counter <= counter + 1;
			end
	end
assign T = (counter == 2'b00) ? 4'b0111 :
			  (counter == 2'b01) ? 4'b1011 :
			  (counter == 2'b10) ? 4'b1101 :
										  4'b1110 ;
endmodule
```

==> metrics.cfg <==
[outcome]
run_status=complete, no violations

[critical_path]
cell_mode_on_critical_path=sky130_fd_sc_hd__inv_1
timing.rr.start=delay[0]$_SDFF_PN0_
critical_path_depth=4
worstSetupEndpointType=primary output
crit_arrival_ps=1430
cp-start-kind=register
max_stage_delay_ps=450
crit_path_cells=inv_1 -> ha_1 -> inv_1 -> clkdlybuf4s50_1
path_buffers=3
worst_ep_required_time_ps=5200
critPathMaxFanout=3
critical_path.reg2reg.endpoint=counter[0]$_DFFE_PN_
cp-endpoint=T[1]
worstSetupStartpoint=counter[0]$_DFFE_PN_
critPathKind=reg2out
timing.critical_path.slowest_stage_cell=sky130_fd_sc_hd__clkdlybuf4s50_1
reg_to_reg_setup_timing_slack_ps=4520
delay_heaviest_family_cp=buffers and inverters
logic_depth_of_the_worst_register_to_register_path=5

[sta]
achievable-frequency_mhz=366
layout_min_cycle_time_ps=2730
part_of_the_cycle_the_worst_path_needs_pct=42.0
final.hold.worst_slack_ps=464
report.final.hold_viol_count=0
worst_max_slew_margin_expressed_relative_to_the_limit_pct=55.0
worst_slew_pin_slew_ps=671
rsz0062_at_grt=no
setup-violations-final=0
pins_over_their_slew_limit=0
finClkSkew_ps=2.72
layout_setup_ws_ps=3770
setup_tns_ps=0

[detailed_routing]
drt_first_iter_violations=24
drt.antenna.violating_nets=0
detail_route.first_pass.iterations=4
insertedDiodeCount=0
vias_after_detailed_routing=838
vias_per_cell=3.55
routed_wire_length_per_instance_um=8.31
wl_mm=1.96
remaining_drc_errors=0

[cells_and_area]
layout-drive-gt1-share_pct=7.46
postLayoutCoreUtil_pct=19.5
instances_no_fill=236
synthToLayoutAreaGrowth_pct=16.5
final_standard_cell_area_without_fillers_um2=1510

[run]
log.warning_count=29
max_cap_viol_count=0

[grt]
antenna_found_initial=0
grt_max_degree=16
globalRouteOverflowTotal=0
grt_util_all_layers_pct=3.66
grt_first_pass_wirelength_mm=3.68
first_global_vias=818

[placed_design]
place_worst_setup_slack_ps=4050
buffer_ports.inserted=4
gp_routability_congestion=0.754
dp_cells=232
hpwlAfterDp_mm=1.45
dpl-instance-area_um2=1450

[clock_tree]
cts_tree=done
cts.reportedPaths.clkPinSlew_ps=90
cts.sink_count=28
cts_hold_buffers=0
post-cts-setup-buffers=0
post_cts_resize_count=0
htree_num_levels=1
cts_made_buffers=3
clock.latency.late_pin_ps=270
clockBufferDepth=2
clk_root_buffer_cell=sky130_fd_sc_hd__clkbuf_8

[floorplanning]
die-width_um=109
coreArea_um2=7730
pin_count=5
std_cell_rows=32
die_height_um=109
die_area_um2=11900
fp-utilization_pct=16.7

[synthesis]
ys_cells=128
synth_top_cell_by_area=sky130_fd_sc_hd__dfxtp_1
syn_inst=128
syn_avg_cell_area_um2=10.1
netlist.area_leader.share_pct=40.3
netlist-cell-type-count=21
yosys-stat-area_um2=1290
synth.yosys.seq_area_share_pct=44.9
synthesis.yosys.warnings=1
post_synthesis_cell_area_um2=1290
ys.flops=28
netlist_top_cells_area=sky130_fd_sc_hd__dfxtp_1 40%, sky130_fd_sc_hd__xnor2_1 12%, sky130_fd_sc_hd__ha_1 5.8%

[worst_hold_path]
hold_crit_path_type=reg2reg

[power]
vdd_ir_drop_max_v=0.0000906
total_power_uw=279
total_leakage_power_nw=0.518
pwr_density_cell_nw_per_um2=185

[state kept, by name, indices dropped and copies added (netlist names)]
register  flops
delay        26
counter       2
[area by class of cell]
type                    instances  area, µm²
well taps                     102        128
multi-input cells              88        664
inverters                      10       37.5
repair buffers                  4       40.0
clock buffers                   4       55.1
flip-flops and latches         28        581
fillers                       849       6220
[cells in the mapped netlist, drive strengths merged]
cell	n
and3	4
and4	3
buf	1
clkbuf	1
dfxtp	26
edfxtp	2
ha	6
inv	10
nand2	6
nand3	10
nand4	10
nor2	12
nor2b	1
nor3	3
nor4	7
nor4b	1
or4b	1
xnor2	18
xor2	6
[per-layer routing]
layer  wire length (µm)  up-vias  GRT usage [%]  part of all wire (%)
met4                  0        0          0.377                     0
met3                107        0           1.43                   5.5
li1                   -      454              -                     -
met1               1060      373           4.88                    54
met5                  0        -              0                     0
met2                790       11           5.70                    40
[report_power, final]
group / leakage (nW) / switching, mW / internal (mW)
Clock: 0.0288 / 0.0516 / 0.0541
Combinational: 0.257 / 0 / 0
Sequential: 0.233 / 0 / 0.173
Total: 0.518 / 0.0516 / 0.227
[worst min-delay path by stage]
stage,startpoint,end,slack (ps),cells past startpoint
4_1_cts,delay[25]$_SDFF_PN0_,delay[25]$_SDFF_PN0_,470,1
5_1_grt,delay[25]$_SDFF_PN0_,delay[25]$_SDFF_PN0_,500,1
6_report,delay[25]$_SDFF_PN0_,delay[25]$_SDFF_PN0_,460,1
[worst register-to-register path: stages (launching register included)]
cell	delay, ps
sky130_fd_sc_hd__dfxtp_1	370
sky130_fd_sc_hd__inv_1	80
sky130_fd_sc_hd__ha_1	140
sky130_fd_sc_hd__nor4b_2	190
sky130_fd_sc_hd__nand4_1	190
sky130_fd_sc_hd__nor4_4	680
[cell usage in the layout, fill, tap and decap left out, drive strengths merged]
cell	n
inv	10
nor4b	1
clkdlybuf4s50	4
xor2	6
nor3	3
edfxtp	2
nor2	12
xnor2	18
nand4	10
and4	3
ha	6
nor4	7
dfxtp	26
and3	4
nand3	10
nor2b	1
nand2	6
clkbuf	4
or4b	1
[cell families (layout without fill, tap and decap cells)]
logic type,after synthesis,count (layout),share of synthesized area [%]
xor gates and xnor gates,24,24,16.3
adders and majority gates,6,6,5.81
buffers and inverters,12,18,3.68
DFF,28,28,44.9
and+or+nand+nor,58,58,29.3
Power is estimated from default activity; no workload was simulated.
